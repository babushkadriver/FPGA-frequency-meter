File: config.mk
export PLATFORM = sky130hd
export DESIGN_NAME = zadanie
export DESIGN_NICKNAME = zadanie
export VERILOG_FILES = /design/flow/design.v
export SDC_FILE = /design/flow/constraint.sdc
export NUM_CORES = 4
export LEC_CHECK = 1
export CORE_UTILIZATION = 40
File: constraint.sdc
current_design zadanie

set clk_period 6.3
set clk_io_pct 0.2

create_clock -name clk0 -period $clk_period [get_ports {clk}]

set non_clock_inputs [all_inputs -no_clocks]
set_input_delay [expr $clk_period * $clk_io_pct] -clock clk0 $non_clock_inputs
set_output_delay [expr $clk_period * $clk_io_pct] -clock clk0 [all_outputs]
File: design.v
module zadanie(clk, led0, led1, input_clk, segments, segments_bit);
	input wire clk, input_clk;  
	output wire led0, led1;  
	output reg [7:0]segments;  
	output reg [7:0]segments_bit;  
	reg led;  
	reg [2:0]discharge_flag;  
	reg [3:0]code;  
	reg [3:0]code1;  
	reg [3:0]code2;  
	reg [3:0]code3;  
	reg [3:0]code4;  
	reg [3:0]code5;  
	initial segments <= 8'b11111111;
	initial segments_bit <= 8'b11111111;
	initial led <= 1'b0;
	initial code <= 4'd0;
	initial code1 <= 4'd0;
	initial code2 <= 4'd0;
	initial code3 <= 4'd0;
	initial code4 <= 4'd0;
	initial code5 <= 4'd0;
	initial discharge_flag <= 3'd0;
	reg [25:0] counter;  
	reg [18:0] counter_tic;  
	reg [26:0] counter_input_clk;  
	reg [26:0] input_frequency;  
	reg [26:0] counter_seconds;  
	initial counter <= 26'd0;
	initial counter_seconds <= 26'd0;
	initial counter_input_clk <= 27'd0;
	initial input_frequency <= 27'd0;
	always @(posedge input_clk)  
		begin
			counter_input_clk <= counter_input_clk + 1'b1;
		end
	always @(posedge clk)
	begin
		if(counter_tic == 17'd87381) begin  
			segments_bit <= 8'b11111110;
			discharge_flag = 3'b000;  
		end
		if(counter_tic == 18'd174762) begin
			segments_bit <= 8'b11111101;
			discharge_flag = 3'b001;  
		end
		if(counter_tic == 18'd262143) begin
			segments_bit <= 8'b11111011;
			discharge_flag = 3'b010;
		end
		if(counter_tic == 19'd349524) begin
			segments_bit <= 8'b11110111;
			discharge_flag = 3'b011;
		end
		if(counter_tic == 19'd436905) begin
			segments_bit <= 8'b11101111;
			discharge_flag = 3'b100;
		end
		if(counter_tic == 19'd524286) begin
			segments_bit <= 8'b11011111;
			discharge_flag = 3'b101;
			counter_tic <= 19'd0;  
		end
		counter_tic <= counter_tic + 1'b1;  
		if(counter == 26'd50000000)  
		begin
			input_frequency <= counter_input_clk;  
			counter_input_clk <= 0;  
			counter <= 26'd0;  
			counter_seconds <= counter_seconds + 1'b1;  
			led <= ~led;  
			if(code < 4'd9)  
				code <= code + 1'b1;
			else begin
				code <= 1'b0;  
				if(code1 < 4'd5)  
					code1 <= code1 + 1'b1;
				else begin
					code1 <= 1'b0;  
					if(code2 < 4'd9)
						code2 <= code2 + 1'b1;
					else begin
						code2 <= 1'b0;
						if(code3 < 4'd5)
							code3 <= code3 + 1'b1;
						else begin
							code3 <= 1'b0;
							if((code4 < 4'd9) && (code5 < 4'd3))
								code4 <= code4 + 1'b1;
							else begin
								code4 <= 1'b0;
								if(code5 < 4'd3)
									code5 <= code5 + 1'b1;
								else	
									code5 <= 1'b0;
								end
							end
						end
					end
				end
			end	
		else 
			counter <= counter + 1'b1;  
		if((code4 == 4'd4) && (code5 == 4'd2))  
		begin	
			code <= 1'b0;
			code1 <= 1'b0;
			code2 <= 1'b0;
			code3 <= 1'b0;
			code4 <= 1'b0;
			code5 <= 1'b0;
		end
	end
	assign led0 = led;
	assign led1 = ~led;
always @*
	begin
		if(discharge_flag == 3'b000) begin  
		case(code)  
		4'd0: begin segments = 8'b00000011; end  
		4'd1: begin segments = 8'b10011111; end  
		4'd2: begin segments = 8'b00100101; end  
		4'd3: begin segments = 8'b00001101; end
		4'd4: begin segments = 8'b10011001; end
		4'd5: begin segments = 8'b01001001; end
		4'd6: begin segments = 8'b01000001; end
		4'd7: begin segments = 8'b00011111; end
		4'd8: begin segments = 8'b00000001; end
		4'd9: begin segments = 8'b00001001; end
		4'd10: begin segments = 8'b00010001; end  
		4'd11: begin segments = 8'b11000001; end  
		4'd12: begin segments = 8'b01100011; end  
		4'd13: begin segments = 8'b10000101; end  
		4'd14: begin segments = 8'b00100001; end  
		4'd15: begin segments = 8'b01110001; end  
		endcase
		end
		if(discharge_flag == 3'b001) begin
		case(code1)
		4'd0: begin segments = 8'b00000011; end
		4'd1: begin segments = 8'b10011111; end
		4'd2: begin segments = 8'b00100101; end
		4'd3: begin segments = 8'b00001101; end
		4'd4: begin segments = 8'b10011001; end
		4'd5: begin segments = 8'b01001001; end
		4'd6: begin segments = 8'b01000001; end
		4'd7: begin segments = 8'b00011111; end
		4'd8: begin segments = 8'b00000001; end
		4'd9: begin segments = 8'b00001001; end
		4'd10: begin segments = 8'b00010001; end
		4'd11: begin segments = 8'b11000001; end
		4'd12: begin segments = 8'b01100011; end
		4'd13: begin segments = 8'b10000101; end
		4'd14: begin segments = 8'b00100001; end
		4'd15: begin segments = 8'b01110001; end
		endcase
		end
		if(discharge_flag == 3'b010) begin
		case(code2)
		4'd0: begin segments = 8'b00000010; end
		4'd1: begin segments = 8'b10011110; end
		4'd2: begin segments = 8'b00100100; end
		4'd3: begin segments = 8'b00001100; end
		4'd4: begin segments = 8'b10011000; end
		4'd5: begin segments = 8'b01001000; end
		4'd6: begin segments = 8'b01000000; end
		4'd7: begin segments = 8'b00011110; end
		4'd8: begin segments = 8'b00000000; end
		4'd9: begin segments = 8'b00001000; end
		4'd10: begin segments = 8'b00010000; end
		4'd11: begin segments = 8'b11000000; end
		4'd12: begin segments = 8'b01100010; end
		4'd13: begin segments = 8'b10000100; end
		4'd14: begin segments = 8'b00100000; end
		4'd15: begin segments = 8'b01110000; end
		endcase
		end
		if(discharge_flag == 3'b011) begin
		case(code3)
		4'd0: begin segments = 8'b00000011; end
		4'd1: begin segments = 8'b10011111; end
		4'd2: begin segments = 8'b00100101; end
		4'd3: begin segments = 8'b00001101; end
		4'd4: begin segments = 8'b10011001; end
		4'd5: begin segments = 8'b01001001; end
		4'd6: begin segments = 8'b01000001; end
		4'd7: begin segments = 8'b00011111; end
		4'd8: begin segments = 8'b00000001; end
		4'd9: begin segments = 8'b00001001; end
		4'd10: begin segments = 8'b00010001; end
		4'd11: begin segments = 8'b11000001; end
		4'd12: begin segments = 8'b01100011; end
		4'd13: begin segments = 8'b10000101; end
		4'd14: begin segments = 8'b00100001; end
		4'd15: begin segments = 8'b01110001; end
		endcase
		end
		if(discharge_flag == 3'b100) begin
		case(code4)
		4'd0: begin segments = 8'b00000010; end
		4'd1: begin segments = 8'b10011110; end
		4'd2: begin segments = 8'b00100100; end
		4'd3: begin segments = 8'b00001100; end
		4'd4: begin segments = 8'b10011000; end
		4'd5: begin segments = 8'b01001000; end
		4'd6: begin segments = 8'b01000000; end
		4'd7: begin segments = 8'b00011110; end
		4'd8: begin segments = 8'b00000000; end
		4'd9: begin segments = 8'b00001000; end
		4'd10: begin segments = 8'b00010000; end
		4'd11: begin segments = 8'b11000000; end
		4'd12: begin segments = 8'b01100010; end
		4'd13: begin segments = 8'b10000100; end
		4'd14: begin segments = 8'b00100000; end
		4'd15: begin segments = 8'b01110000; end
		endcase
		end
		if(discharge_flag == 3'b101) begin
		case(code5)
		4'd0: begin segments = 8'b00000011; end
		4'd1: begin segments = 8'b10011111; end
		4'd2: begin segments = 8'b00100101; end
		4'd3: begin segments = 8'b00001101; end
		4'd4: begin segments = 8'b10011001; end
		4'd5: begin segments = 8'b01001001; end
		4'd6: begin segments = 8'b01000001; end
		4'd7: begin segments = 8'b00011111; end
		4'd8: begin segments = 8'b00000001; end
		4'd9: begin segments = 8'b00001001; end
		4'd10: begin segments = 8'b00010001; end
		4'd11: begin segments = 8'b11000001; end
		4'd12: begin segments = 8'b01100011; end
		4'd13: begin segments = 8'b10000101; end
		4'd14: begin segments = 8'b00100001; end
		4'd15: begin segments = 8'b01110001; end
		endcase
		end
	end
	endmodule
File: run.sh
#!/bin/bash
# OpenROAD 26Q1-2900-gdf79404cd8, Yosys 0.63+post, stock flow scripts
make -C /OpenROAD-flow-scripts/flow DESIGN_CONFIG=/design/flow/config.mk WORK_HOME=/design/flow/orfs finish
==> metrics.log <==
[metrics] run summary
[metrics] count of final hold-check violations: 0
[metrics] Initial Util: 41.3%
[metrics] detailed-router iteration count before antenna repair: 4
[metrics] placed cell area: 5760 µm²
[metrics] Die Height: 119 µm
[metrics] Synth warnings: 1
[metrics] register bit count reported by yosys: 87
[metrics] post-route worst setup slack: 3660 ps
[metrics] port buffer count: 16
[metrics] CP Launch Type: register
[metrics] leakage: 2.19 nW
[metrics] post-synth tally of flip-flops with integrated enable: 1
[metrics] ANT cells: 0
[metrics] number of endpoints failing setup at the final stage: 0
[metrics] top_reg_cell synth: sky130_fd_sc_hd__dfxtp_1
[metrics] type of the most critical hold path: register to register
[metrics] hold_buf cts: 0
[metrics] logic depth of the worst register-to-register path: 7
[metrics] number of fill cells: 1211
[metrics] wire length after detailed routing: 10900 µm
[metrics] worst setup slack before clock tree synthesis: 3700 ps
[metrics] post-layout power: 1.02 mW
[metrics] OpenROAD warnings: 63
[metrics] most frequently used cell type in the post-synthesis netlist: sky130_fd_sc_hd__dfxtp_1
[metrics] number of setup buffers added after CTS: 0
[metrics] Cell Type Count: 64
[metrics] setup repair after global routing missed its margin: false
[metrics] # IOs: 20
[metrics] ranking of synthesized cells by instance count: sky130_fd_sc_hd__dfxtp_1 (78), sky130_fd_sc_hd__nor2_1 (60), sky130_fd_sc_hd__ha_1 (45), sky130_fd_sc_hd__inv_1 (38), sky130_fd_sc_hd__a21oi_1 (36)
[metrics] worst endpoint data arrival time: 2900 ps
[metrics] Skew-Pair Late Insertion Delay: 330 ps
[metrics] cell family with most CP delay: simple AND/OR/NAND/NOR gates
[metrics] routed wirelength normalized by instance count: 13.2 µm
[metrics] first-pass GRT wire length: 18800 µm
[metrics] Final Cell Area: 6060 µm²
[metrics] overall chip area: 14200 µm²
[metrics] GR Overflow Total: 0
[metrics] clock root cell: sky130_fd_sc_hd__clkbuf_16
[metrics] initial antenna violation count: 0
[metrics] top achievable clock speed: 0.379 GHz
[metrics] crit path cell chain: inv_1, ha_1, nor4b_1, nand4_1, or4_1, or3_1, a21oi_1
[metrics] count of unresolved DRC violations after routing: 0
[metrics] capturing element type of the critical path: register
[metrics] relative area change from synthesis to final layout: 10.5%
[metrics] clock tree from TritonCTS: built
[metrics] Final Hold Slack: 478 ps
[metrics] clock buffer count from CTS: 9
[metrics] Global Route Usage Sum: 16.3%
[metrics] Top area cell types: sky130_fd_sc_hd__dfxtp_1 (28%), sky130_fd_sc_hd__ha_1 (10%), sky130_fd_sc_hd__xnor2_1 (4.9%), sky130_fd_sc_hd__nor2_1 (4.1%), sky130_fd_sc_hd__mux2i_1 (3.5%)
[metrics] Die Wd: 119 µm
[metrics] type of the worst setup path: register to register
[metrics] buffer and inverter count on the worst path: 1
[metrics] Largest stage delay, worst path: 770 ps
[metrics] maximum buffer depth of the clock tree: 2
[metrics] area inside the core boundary: 13300 µm²
[metrics] Area leader share: 28.4%
[metrics] DP Wirelength: 7870 µm
[metrics] drt initial violations: 274
[metrics] shortest period the worst path allows: 2640 ps
[metrics] register pins left without a clock: 8
[metrics] peak supply drop: 0.000124 V
[metrics] maximum number of pins on one net before global-route repair: 40
[metrics] number of global-route vias before repair: 3944
[metrics] fraction of layout cells with a size suffix above 1: 7.57%
[metrics] number of H-tree branching levels: 3
[metrics] Required @ worst endpoint: 6570 ps
[metrics] final RePlAce weighted congestion: 0.867
[metrics] antenna-violating nets left: 0
[metrics] pwr dens: 168 nW/µm²
[metrics] number of max-cap violations: 0
[metrics] final critical-path share of the clock period: 41.8%
[metrics] yosys stat cell total: 645
[metrics] critical-path maximum fanout: 11
[metrics] cell type contributing the most total cell area after synthesis: sky130_fd_sc_hd__dfxtp_1
[metrics] proportion of register bits with asynchronous set or reset after synthesis: 0%
[metrics] run status: finished, final reports clean
[metrics] slowest stage cell, crit path: sky130_fd_sc_hd__or4_1
[metrics] Site Rows: 42
[metrics] Tightest Pin Transition: 790 ps
[metrics] final-layout setup total negative slack: 0 ps
[metrics] area reported by Yosys stat: 5490 µm²
[metrics] number of cells on the critical path: 7
[metrics] total via count in the routed design: 4402
[metrics] hold path cells: 1
[metrics] endpoints left unconstrained: 16
[metrics] normalized max-slew margin: 46.9%
[metrics] synthesized instance count: 645
[metrics] Syn Std Cell Area: 5490 µm²
[metrics] clock edge transition at the registers on the reported setup and hold paths: 60 ps
[metrics] synthesized area per cell: 8.51 µm²
[metrics] count of instances resized after the clock tree is built: 0
[metrics] Final Max Slew Viols: 0
[metrics] vias per inst: 5.35
[metrics] Worst Clk Skew: 6.75 ps
-- flip-flops by register name (all words and copies together) (netlist names) --
register        count
code                4
code1               4
code2               4
code3               4
code4               4
code5               4
counter            26
counter_tic        19
discharge_flag      3
led                 1
segments            8
segments_bit        6
-- through the flow --
step / std cells / util, %
global placement: 807 / 43.3
global route: 823 / 45.6
floorplan: 646 / -
detailed placement: 807 / 43.3
CTS: 823 / 45.6
finish: 823 / 45.6
-- final timing paths --
path / start / to / slack, ps
setup reg to reg: counter[0] / code4[2] / 3660
hold / removal: counter[0] / counter[0] / 480
hold reg to reg: counter[0] / counter[0] / 480
setup / recovery: counter[0] / code4[2] / 3660
-- power breakdown --
part	switching (mW)	internal [mW]	total, mW
clock network	0.190	0.326	0.517
registers	0	0.501	0.501
logic	0.0000241	0	0.0000254
total	0.190	0.827	1.02
-- metal layers --
metal / GRT usage [%] / part of all wire, %
met1: 26.7 / 52
met2: 23.9 / 43
met3: 1.86 / 3.5
met4: 2.06 / 1.3
met5: 0 / 0
-- cells by family (layout without fill, tap and decap cells) --
group                      after synthesis  in the layout  share of synthesized area [%]
muxes                                   38             38                           8.80
AOI/OAI and AO/OA                      121            121                           14.0
xor gates and xnor gates                48             48                           7.66
DFF                                     79             79                           29.0
and+or+nand+nor                        231            231                           22.8
latches                                  8              8                           2.19
adders and majority gates               45             45                           10.3
other                                    1              2                         0.0683
buffers and inverters                   74             75                           5.27
-- worst register-to-register path: cells and delay by family, from the launching register on --
| kind | cells | cell delay [ps] |
|---|---|---|
| DFF | 1 | 340 |
| adders and majority gates | 1 | 140 |
| AOI/OAI and AO/OA | 1 | 130 |
| and+or+nand+nor | 4 | 1890 |
| buffers and inverters | 1 | 70 |
-- placed cells by master (no fill, tap or decap), drive strengths merged, types with 5 or more instances in the layout --
master	instances
mux2	12
mux4	7
nand3	30
xnor2	31
mux2i	19
a21oi	36
a211oi	6
xor2	17
dfxtp	78
ha	45
and3	6
a221oi	8
nor4	11
clkdlybuf4s50	16
nand2	34
and4	6
inv	38
nor2b	8
dlxtn	8
clkbuf	12
o21ai	32
nand4	15
nor2	60
nor3	20
a21o	5
clkinv	5
nor4b	5
or3	6
-- final cells by class --
class                      count  area, µm²  area share, %
inverter                      40        150           2.48
multi-input combinational    485       3500           57.7
sequential                    87       1710           28.2
timing repair buffer          19        183           3.01
clock inverter                 4       45.0          0.743
tap                          176        220           3.63
clock buffer                  12        256           4.23
No activity file was given, so power comes from the tool's default toggle rates.
