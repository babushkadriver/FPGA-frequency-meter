==> flow/design.v <==
module display(
	input wire [3:0]code,
	output reg [6:0]segments);
	initial segments <= 7'b0111111;
	always @*
	begin
		case(code)
		4'd0: segments = 7'b0111111;
		4'd1: segments = 7'b0000110;
		4'd2: segments = 7'b1011011;
		4'd3: segments = 7'b1001111;
		4'd4: segments = 7'b1100110;
		4'd5: segments = 7'b1101101;
		4'd6: segments = 7'b1111101;
		4'd7: segments = 7'b0000111;
		4'd8: segments = 7'b1111111;
		4'd9: segments = 7'b1101111;
		4'd10: segments = 7'b1110111;
		4'd11: segments = 7'b1111100;
		4'd12: segments = 7'b0111001;
		4'd13: segments = 7'b1011110;
		4'd14: segments = 7'b1111011;
		4'd15: segments = 7'b1110001;
		endcase
	end
endmodule
==> flow/run.sh <==
#!/bin/bash
# OpenROAD 26Q1-2900-gdf79404cd8, Yosys 0.63+post, stock flow scripts
make -C /OpenROAD-flow-scripts/flow DESIGN_CONFIG=/design/flow/config.mk WORK_HOME=/design/flow/orfs finish
==> flow/config.mk <==
export PLATFORM = sky130hd
export DESIGN_NAME = display
export DESIGN_NICKNAME = display
export VERILOG_FILES = /design/flow/design.v
export SDC_FILE = /design/flow/constraint.sdc
export NUM_CORES = 4
export LEC_CHECK = 1
export CORE_AREA = 10 10 70 70
export DIE_AREA = 0 0 80 80
==> flow/constraint.sdc <==
current_design display

set clk_period 1.4
set clk_io_pct 0.2

create_clock -name clk0 -period $clk_period

set non_clock_inputs [all_inputs -no_clocks]
set_input_delay [expr $clk_period * $clk_io_pct] -clock clk0 $non_clock_inputs
set_output_delay [expr $clk_period * $clk_io_pct] -clock clk0 [all_outputs]
==> reports/metrics.cfg <==
[pwr]
leakage_nw = 0.298
cellPowerDensity_nw_per_um2 = 276
max-vdd-ir-drop_mv = 0.105

[outcome]
violations_in_the_final_reports = negative setup slack
run_status = finished, violations left

[synthesis]
synth_warnings = 1
ys_top_cells_by_area = ha_1, mux4_1, mux2_2
top_cell_area_share = 0.311
yosysChipArea_um2 = 282
synth.yosys.seq_area_share = 0
ys_types = 18
synthesis.area_per_instance_um2 = 8.80
postSynthCellCount = 32
library_cell_occupying_the_most_area_in_the_post_synthesis_netlist = ha_1
netlist_area_um2 = 282
count_of_instantiated_cells_in_the_yosys_netlist = 32

[final_timing]
finalHoldViolCount = 0
worst_slew_pin_slew_ps = 210
final_worst_setup_slack_ps = -186
setup_tns_ps = -790
rsz0062_at_grt = yes
max-slew-margin-rel = 0.859
report.final.setup_viol = 6
finalClockPeriodUsage = 1.13
final-max-slew-violation-count = 0
period_minus_slack_ps = 1590
max_frequency_mhz = 630

[placement]
detailedPlacementHpwl_um = 683
gp_congestion = 0.765
tally_of_buffers_added_on_design_ports = 11

[worst_hold_path]
worst_hold_path_type = input port to primary output

[setup_path]
critical-path-slowest-cell = mux4_2
worstPathCellList = buf_8, buf_6, ha_4, buf_6, inv_2, mux4_2, buf_2
critical_path.startpoint_type = input port
critical_path_buf_inv_count = 5
critical_path_required_ps = 1120
critical_path.top_delay_family = buffers and inverters
end_kind = primary output
timing.critical_path.slowest_cell_delay_ps = 440
cpMostUsedCell = buf_6
worstPathArrival_ps = 1310
criticalPathCategory = input port to primary output
critical_path_peak_fanout = 3

[global_routing]
grt_overflow_total = 0
first_global_vias = 332
grt_max_degree = 9
grt_antenna_before_repair = 0
grt_first_pass_wirelength_um = 1520
grt_usage = 0.0277

[floorplanning]
boundaryPins = 11
die_y_um = 80
die_x_um = 80
count_of_standard_cell_rows = 21
die_area_um2 = 6400
floorplan.core_area_um2 = 3420
fp_util = 0.0824

[finish]
seq_cells = 0
top_cells_excl_fill_tap = buf_6, buf_4, buf_2, ha_4, mux2_4
mostFrequentLayoutCell = buf_6
utilization = 0.202
layout.filler_cells = 371
flow.area_growth_from_synthesis_pct = 145
n_clock_buffer = 0
sequential_cell_area_um2 = 0
drive_above_1_share = 0.797

[drt]
drt_pass_1_iters = 3
via_per_inst = 2.91
antenna_cells = 0
dr_total_vias = 306
drtIter0Drc = 12
ant_nets = 0
postRouteWirelength_um = 977
drt_drc_violations_left = 0
post_drt_wl_per_cell_um = 9.30

[flow_run]
cap_violations = 0
log.warning_count = 40

[clock_tree]
ctsHoldBuffers = 0

[through the flow]
step	power, mW	cells	instance area (µm²)	hold slack [ps]	setup WS, ps
global route	0.208	105	689	936	-237
global placement	0.138	98	515	1640	-930
CTS	0.182	104	668	919	-189
floorplan	0.0576	32	282	711	34.9
detailed placement	0.140	98	515	1660	-941
finish	0.191	105	689	914	-186
[per-layer routing]
| metal | track usage | vias up | wire length, µm |
|---|---|---|---|
| li1 | - | 166 | - |
| met1 | 0.0350 | 134 | 440 |
| met2 | 0.0482 | 6 | 465 |
| met3 | 0.00795 | 0 | 72 |
| met4 | 0 | 0 | 0 |
| met5 | 0 | - | 0 |
[kinds of logic after synthesis]
| kind of cell | synth area share |
|---|---|
| mux | 0.298 |
| compound gates | 0.156 |
| simple gates | 0.0800 |
| xor+xnor | 0.0311 |
| fa+ha+maj | 0.311 |
| buf+inv | 0.124 |
[cell type report]
type | instances | area [µm²] | share of cell area
multi-input cells | 25 | 349 | 0.506
well taps | 46 | 57.6 | 0.0835
repair buffers | 29 | 251 | 0.365
inverters | 5 | 31.3 | 0.0454
[synthesized netlist by cell type]
cell	number
mux4_1	1
nor3_1	1
buf_2	1
mux2_2	2
a21oi_1	2
buf_6	1
a21o_1	1
inv_1	5
mux2_4	1
o32a_1	1
ha_1	7
nor2b_1	1
nand2_1	2
mux2i_1	2
nor2_1	1
xnor2_1	1
a2bb2oi_1	1
a22oi_1	1
[worst min-delay path, stage by stage]
cell	delay (ps)
buf_8	110
inv_8	70
a22oi_2	70
buf_2	110
[timing repair]
item                                    4_1_cts  5_1_grt
setup buffers                                 6        1
pin swaps                                     9        3
gates cloned                                  0        0
resized                                      72        7
endpoints found under the setup margin        7        7
[power by group]
group	total [mW]	switching [mW]	internal, mW
Clock	0	0	0
Sequential	0	0	0
Combinational	0.191	0.0727	0.118
[final timing paths]
kind,cells after the start,start,to,slack [ps]
hold / removal,4,code[1],segments[6],910
setup / recovery,7,code[1],segments[3],-190
Power and IR drop assume default switching activity.
